File: flow/config.mk
export PLATFORM = sky130hd
export DESIGN_NAME = i2c_master
export DESIGN_NICKNAME = i2c_master
export VERILOG_FILES = /design/flow/design.v
export SDC_FILE = /design/flow/constraint.sdc
export NUM_CORES = 4
export LEC_CHECK = 1
export CORE_UTILIZATION = 40
File: flow/constraint.sdc
current_design i2c_master

set clk_period 7.1
set clk_io_pct 0.2

create_clock -name clk0 -period $clk_period [get_ports {clock}]

set non_clock_inputs [all_inputs -no_clocks]
set_input_delay [expr $clk_period * $clk_io_pct] -clock clk0 $non_clock_inputs
set_output_delay [expr $clk_period * $clk_io_pct] -clock clk0 [all_outputs]
File: flow/design.v
module i2c_master#(
    parameter DATA_WIDTH      = 8,
    parameter REGISTER_WIDTH  = 8,
    parameter ADDRESS_WIDTH   = 7
)(
    input                                   clock,
    input                                   reset_n,
    input                                   enable,
    input                                   read_write,
    input           [DATA_WIDTH-1:0]        mosi_data,
    input           [REGISTER_WIDTH-1:0]    register_address,
    input           [ADDRESS_WIDTH-1:0]     device_address,
    input           [15:0]                  divider,
    output  logic   [DATA_WIDTH-1:0]        miso_data,
    output  logic                           busy,
    inout                                   external_serial_data,
    inout                                   external_serial_clock
);
typedef enum
{
    S_IDLE                  =   0,
    S_START                 =   1,
    S_WRITE_ADDR_W          =   2,
    S_CHECK_ACK             =   3,
    S_WRITE_REG_ADDR        =   4,
    S_RESTART               =   5,
    S_WRITE_ADDR_R          =   6,
    S_READ_REG              =   7,
    S_SEND_NACK             =   8,
    S_SEND_STOP             =   9,
    S_WRITE_REG_DATA        =   10,
    S_WRITE_REG_ADDR_MSB    =   11,
    S_WRITE_REG_DATA_MSB    =   12,
    S_READ_REG_MSB          =   13,
    S_SEND_ACK              =   14
} state_type;
state_type                      state;
state_type                      _state;
state_type                      post_state;
state_type                      _post_state;
reg                             serial_clock;
logic                           _serial_clock;
reg     [ADDRESS_WIDTH:0]       saved_device_address;
logic   [ADDRESS_WIDTH:0]       _saved_device_address;
reg     [REGISTER_WIDTH-1:0]    saved_register_address;
logic   [REGISTER_WIDTH-1:0]    _saved_register_address;
reg     [DATA_WIDTH-1:0]        saved_mosi_data;
logic   [DATA_WIDTH-1:0]        _saved_mosi_data;
reg     [1:0]                   process_counter;
logic   [1:0]                   _process_counter;
reg     [7:0]                   bit_counter;
logic   [7:0]                   _bit_counter;
reg                             serial_data;
logic                           _serial_data;
reg                             post_serial_data;
logic                           _post_serial_data;
reg                             last_acknowledge;
logic                           _last_acknowledge;
logic                           _saved_read_write;
reg                             saved_read_write;
reg     [15:0]                  divider_counter;
logic   [15:0]                  _divider_counter;
reg                             divider_tick;
logic   [DATA_WIDTH-1:0]        _miso_data;
logic                           _busy;
logic                           serial_data_output_enable;
logic                           serial_clock_output_enable;
assign external_serial_clock    =   (serial_clock_output_enable)  ?   serial_clock  :   1'bz;
assign external_serial_data     =   (serial_data_output_enable)   ?   serial_data   :   1'bz;
always_comb begin
    _state                  =   state;
    _post_state             =   post_state;
    _process_counter        =   process_counter;
    _bit_counter            =   bit_counter;
    _last_acknowledge       =   last_acknowledge;
    _miso_data              =   miso_data;
    _saved_read_write       =   saved_read_write;
    _busy                   =   busy;
    _divider_counter        =   divider_counter;
    _saved_register_address =   saved_register_address;
    _saved_device_address   =   saved_device_address;
    _saved_mosi_data        =   saved_mosi_data;
    _serial_data            =   serial_data;
    _serial_clock           =   serial_clock;
    _post_serial_data       =   post_serial_data;
    if (divider_counter == divider) begin
        _divider_counter    =   0;
        divider_tick        =   1;
    end
    else begin
        _divider_counter    =   divider_counter + 1;
        divider_tick        =   0;
    end
    if (state!=S_IDLE && state!=S_CHECK_ACK && state!=S_READ_REG && state!=S_READ_REG_MSB) begin
        serial_data_output_enable   =   1;
    end
    else begin
        serial_data_output_enable   =   0;
    end
    if (state!=S_IDLE && process_counter!=1 && process_counter!=2) begin
        serial_clock_output_enable   =   1;
    end
    else begin
        serial_clock_output_enable   =   0;
    end
    case (state)
        S_IDLE: begin
            _process_counter        =   0;
            _bit_counter            =   0;
            _last_acknowledge       =   0;
            _busy                   =   0;
            _saved_read_write       =   read_write;
            _saved_register_address =   register_address;
            _saved_device_address   =   {device_address,1'b0};
            _saved_mosi_data        =   mosi_data;
            _serial_data            =   1;
            _serial_clock           =   1;
            if (enable) begin
                _state      =   S_START;
                _post_state =   S_WRITE_ADDR_W;
                _busy       =   1;
            end
        end
        S_START: begin
            if (divider_tick) begin
                case (process_counter)
                    0: begin
                        _process_counter    =   1;
                    end
                    1: begin
                        _serial_data        =   0;
                        _process_counter    =   2;
                    end
                    2:  begin
                        _bit_counter        =   8;
                        _process_counter    =   3;
                    end
                    3:  begin
                        _serial_clock       =   0;
                        _process_counter    =   0;
                        _state              =   post_state;
                        _serial_data        =   saved_device_address[ADDRESS_WIDTH];
                    end
                endcase
            end
        end
        S_WRITE_ADDR_W: begin
            if (divider_tick) begin
                case (process_counter)
                    0: begin
                        _serial_clock       =   1;
                        _process_counter    =   1;
                    end
                    1: begin
                        if (external_serial_clock == 1) begin
                            _process_counter    =   2;
                        end
                    end
                    2: begin
                        _serial_clock       =   0;
                        _bit_counter        =   bit_counter -   1;
                        _process_counter    =   3;
                    end
                    3: begin
                        if (bit_counter == 0) begin
                            _post_serial_data   =   saved_register_address[REGISTER_WIDTH-1];
                            if (REGISTER_WIDTH == 16) begin
                                _post_state =   S_WRITE_REG_ADDR_MSB;
                            end
                            else begin
                                _post_state =   S_WRITE_REG_ADDR;
                            end
                            _state          =   S_CHECK_ACK;
                            _bit_counter    =   8;
                        end
                        else begin
                            _serial_data    =   saved_device_address[bit_counter-1];
                        end
                        _process_counter    =   0;
                    end
                endcase
            end
        end
        S_CHECK_ACK: begin
            if (divider_tick) begin
                case (process_counter)
                    0: begin
                        _serial_clock       =   1;
                        _process_counter    =   1;
                    end
                    1: begin
                        if (external_serial_clock == 1) begin
                            _last_acknowledge   =   0;
                            _process_counter    =   2;
                        end
                    end
                    2: begin
                        _serial_clock   =   0;
                        if (external_serial_data == 0) begin
                            _last_acknowledge   =   1;
                        end
                        _process_counter    =   3;
                    end
                    3:  begin
                        if (last_acknowledge == 1) begin
                            _last_acknowledge   =   0;
                            _serial_data        =   post_serial_data;
                            _state              =   post_state;
                        end
                        else begin
                            _state  =   S_SEND_STOP;
                        end
                        _process_counter =   0;
                    end
                endcase
            end
        end
        S_WRITE_REG_ADDR_MSB: begin
            if (divider_tick) begin
                case (process_counter)
                    0: begin
                        _serial_clock       =   1;
                        _process_counter    =   1;
                    end
                    1: begin
                        if (external_serial_clock == 1) begin
                            _last_acknowledge   =   0;
                            _process_counter    =   2;
                        end
                    end
                    2: begin
                        _serial_clock       =   0;
                        _bit_counter        =   bit_counter - 1;
                        _process_counter    =   3;
                    end
                    3: begin
                        if (bit_counter == 0) begin
                            _post_state         =   S_WRITE_REG_ADDR;
                            _post_serial_data   =   saved_register_address[7];
                            _bit_counter        =   8;
                            _serial_data        =   0;
                            _state              =   S_CHECK_ACK;
                        end
                        else begin
                            _serial_data        =   saved_register_address[bit_counter+7];
                        end
                        _process_counter        =   0;
                    end
                endcase
            end
        end
        S_WRITE_REG_ADDR: begin
            if (divider_tick) begin
                case (process_counter)
                    0: begin
                        _serial_clock       =   1;
                        _process_counter    =   1;
                    end
                    1: begin
                        if (external_serial_clock == 1) begin
                            _last_acknowledge   =   0;
                            _process_counter    =   2;
                        end
                    end
                    2: begin
                        _serial_clock       =   0;
                        _bit_counter        =   bit_counter - 1;
                        _process_counter    =   3;
                    end
                    3: begin
                        if (bit_counter == 0) begin
                            if (read_write == 0) begin
                                if (DATA_WIDTH == 16) begin
                                    _post_state         =   S_WRITE_REG_DATA_MSB;
                                    _post_serial_data   =   saved_mosi_data[15];
                                end
                                else begin
                                    _post_state         =   S_WRITE_REG_DATA;
                                    _post_serial_data   =   saved_mosi_data[7];
                                end
                            end
                            else begin
                                _post_state         =   S_RESTART;
                                _post_serial_data   =   1;
                            end
                            _bit_counter    =   8;
                            _serial_data    =   0;
                            _state          =   S_CHECK_ACK;
                        end
                        else begin
                            _serial_data    =   saved_register_address[bit_counter-1];
                        end
                        _process_counter    =   0;
                    end
                endcase
            end
        end
        S_WRITE_REG_DATA_MSB: begin
            if (divider_tick) begin
                case (process_counter)
                    0: begin
                        _serial_clock       =   1;
                        _process_counter    =   1;
                    end
                    1: begin
                        if (external_serial_clock == 1) begin
                            _last_acknowledge   =   0;
                            _process_counter    =   2;
                        end
                    end
                    2: begin
                        _serial_clock       =   0;
                        _bit_counter        =   bit_counter - 1;
                        _process_counter    =   3;
                    end
                    3: begin
                        if (bit_counter == 0) begin
                            _state              =   S_CHECK_ACK;
                            _post_state         =   S_WRITE_REG_DATA;
                            _post_serial_data   =   saved_mosi_data[7];
                            _bit_counter        =   8;
                            _serial_data        =   0;
                        end
                        else begin
                            _serial_data        =   saved_mosi_data[bit_counter+7];
                        end
                        _process_counter        =   0;
                    end
                endcase
            end
        end
        S_WRITE_REG_DATA: begin
            if (divider_tick) begin
                case (process_counter)
                    0: begin
                        _serial_clock       =   1;
                        _process_counter    =   1;
                    end
                    1: begin
                        if (external_serial_clock == 1) begin
                            _last_acknowledge   =   0;
                            _process_counter    =   2;
                        end
                    end
                    2: begin
                        _serial_clock       =   0;
                        _bit_counter        =   bit_counter - 1;
                        _process_counter    =   3;
                    end
                    3: begin
                        if (bit_counter == 0) begin
                            _state              =   S_CHECK_ACK;
                            _post_state         =   S_SEND_STOP;
                            _post_serial_data   =   0;
                            _bit_counter        =   8;
                            _serial_data        =   0;
                        end
                        else begin
                            _serial_data        =   saved_mosi_data[bit_counter-1];
                        end
                        _process_counter        =   0;
                    end
                endcase
            end
        end
        S_RESTART: begin
            if (divider_tick) begin
                case (process_counter)
                    0: begin
                        _process_counter    =   1;
                    end
                    1: begin
                        _process_counter    =   2;
                        _serial_clock       =   1;
                    end
                    2: begin
                        _process_counter    =   3;
                    end
                    3: begin
                        _state                      =   S_START;
                        _post_state                 =   S_WRITE_ADDR_R;
                        _saved_device_address[0]    =   1;
                        _process_counter            =   0;
                    end
                endcase
            end
        end
        S_WRITE_ADDR_R: begin
            if (divider_tick) begin
                case (process_counter)
                    0: begin
                        _serial_clock       =   1;
                        _process_counter    =   1;
                    end
                    1: begin
                        if (external_serial_clock == 1) begin
                            _last_acknowledge   =   0;
                            _process_counter    =   2;
                        end
                    end
                    2: begin
                        _serial_clock       =   0;
                        _bit_counter        =   bit_counter - 1;
                        _process_counter    =   3;
                    end
                    3: begin
                        if (bit_counter == 0) begin
                            if (DATA_WIDTH == 16) begin
                                _post_state         =   S_READ_REG_MSB;
                                _post_serial_data   =   0;
                            end
                            else begin
                                _post_state         =   S_READ_REG;
                                _post_serial_data   =   0;
                            end
                            _state          =   S_CHECK_ACK;
                            _bit_counter    =   8;
                        end
                        else begin
                            _serial_data    =   saved_device_address[bit_counter-1];
                        end
                        _process_counter    =   0;
                    end
                endcase
            end
        end
        S_READ_REG_MSB: begin
            if (divider_tick) begin
                case (process_counter)
                    0: begin
                        _serial_clock       =   1;
                        _process_counter    =   1;
                    end
                    1: begin
                        if (external_serial_clock == 1) begin
                            _last_acknowledge   =   0;
                            _process_counter    =   2;
                        end
                    end
                    2: begin
                        _serial_clock               =   0;
                        _miso_data[bit_counter+7]   =   external_serial_data;
                        _bit_counter                =   bit_counter - 1;
                        _process_counter            =   3;
                    end
                    3: begin
                        if (bit_counter == 0) begin
                            _post_state     =   S_READ_REG;
                            _state          =   S_SEND_ACK;
                            _bit_counter    =   8;
                            _serial_data    =   0;
                        end
                        _process_counter    =   0;
                    end
                endcase
            end
        end
        S_READ_REG: begin
            if (divider_tick) begin
                case (process_counter)
                    0: begin
                        _serial_clock       =   1;
                        _process_counter    =   1;
                    end
                    1: begin
                        if (external_serial_clock == 1) begin
                            _last_acknowledge   =   0;
                            _process_counter    =   2;
                        end
                    end
                    2: begin
                        _serial_clock       =   0;
                        _miso_data[bit_counter-1]   =   external_serial_data;
                        _bit_counter                =   bit_counter - 1;
                        _process_counter    =   3;
                    end
                    3: begin
                        if (bit_counter == 0) begin
                            _state          =   S_SEND_NACK;
                            _serial_data    =   0;
                        end
                        _process_counter    =   0;
                    end
                endcase
            end
        end
        S_SEND_NACK: begin
            if (divider_tick) begin
                case (process_counter)
                    0: begin
                        _serial_clock       =   1;
                        _serial_data        =   1;
                        _process_counter    =   1;
                    end
                    1: begin
                        if (external_serial_clock == 1) begin
                            _last_acknowledge   =   0;
                            _process_counter    =   2;
                        end
                    end
                    2: begin
                        _process_counter    =   3;
                        _serial_clock       =   0;
                    end
                    3: begin
                        _state              =   S_SEND_STOP;
                        _process_counter    =   0;
                        _serial_data        =   0;
                    end
                endcase
            end
        end
        S_SEND_ACK: begin
            if (divider_tick) begin
                case (process_counter)
                    0: begin
                        _serial_clock       =   1;
                        _process_counter    =   1;
                        _serial_data        =   0;
                    end
                    1: begin
                        if (external_serial_clock == 1) begin
                            _last_acknowledge   =   0;
                            _process_counter    =   2;
                        end
                    end
                    2: begin
                        _process_counter    =   3;
                        _serial_clock       =   0;
                    end
                    3: begin
                        _state              =   post_state;
                        _process_counter    =   0;
                    end
                endcase
            end
        end
        S_SEND_STOP: begin
            if (divider_tick) begin
                case (process_counter)
                    0: begin
                        _serial_clock       =   1;
                        _process_counter    =   1;
                    end
                    1: begin
                        if (external_serial_clock == 1) begin
                            _last_acknowledge   =   0;
                            _process_counter    =   2;
                        end
                    end
                    2: begin
                        _process_counter    =   3;
                        _serial_data        =   1;
                    end
                    3: begin
                        _state  =   S_IDLE;
                    end
                endcase
            end
        end
    endcase
end
always_ff @(posedge clock) begin
    if (!reset_n) begin
        state                   <=  S_IDLE;
        post_state              <=  S_IDLE;
        process_counter         <=  0;
        bit_counter             <=  0;
        last_acknowledge        <=  0;
        miso_data               <=  0;
        saved_read_write        <=  0;
        divider_counter         <=  0;
        saved_device_address    <=  0;
        saved_register_address  <=  0;
        saved_mosi_data         <=  0;
        serial_clock            <=  0;
        serial_data             <=  0;
        saved_mosi_data         <=  0;
        post_serial_data        <=  0;
        busy                    <=  0;
    end
    else begin
        state                   <=  _state;
        post_state              <=  _post_state;
        process_counter         <=  _process_counter;
        bit_counter             <=  _bit_counter;
        last_acknowledge        <=  _last_acknowledge;
        miso_data               <=  _miso_data;
        saved_read_write        <=  _saved_read_write;
        divider_counter         <=  _divider_counter;
        saved_device_address    <=  _saved_device_address;
        saved_register_address  <=  _saved_register_address;
        saved_mosi_data         <=  _saved_mosi_data;
        serial_clock            <=  _serial_clock;
        serial_data             <=  _serial_data;
        post_serial_data        <=  _post_serial_data;
        busy                    <=  _busy;
    end
 end
endmodule
File: flow/run.sh
#!/bin/bash
# OpenROAD 26Q1-2900-gdf79404cd8, Yosys 0.63+post, stock flow scripts
make -C /OpenROAD-flow-scripts/flow DESIGN_CONFIG=/design/flow/config.mk WORK_HOME=/design/flow/orfs finish
==> git commit body <==
Refresh implementation metrics

- Result of the run: aborted with a tool error
* Halt point of the flow: clock tree synthesis
* Tool error: [error] [KeplerFormal.cpp:679] Workflow failed: Iso has multiple drivers: .external_serial_clock0, external_serial_clock$_SDFFE_PN0P_.Q0
- Post-CTS repair changed the size of 0 cells.
- Async set or reset register ratio after synthesis: 0%
- Synth top area share: just under 30%
- Warnings reported by Yosys during synthesis add up to 3.
- Number of clock sinks seen by CTS: approximately 73
- Compound Share, Synth: between 20% and 30%
* Count of unique library cells instantiated by Yosys: 64
* Hold-fix buffer count after cts: 0
- Before placement the cells fill about 40% of the core.
- CTS added clock buffers totalling 9.
- Summing the areas of all xor and xnor instances in the mapped netlist gives roughly 6.6% of the synthesized area.
- Input and output buffers added on the ports amount to 51.
* Die Width: between 100 and 150 µm
- Flip-flop cell with the highest count after synthesis: sky130_fd_sc_hd__dfxtp_1
* Multiplexer share of the synthesized area: approximately 7%
* Mean post-synth cell area: 7.47 µm²
* Adder-cell area share of the yosys netlist: approximately 3.3%
- Detailed placement ended at an HPWL of 9440 µm.
- Main combinational cell family by area after synthesis: simple AND/OR/NAND/NOR gates
* Count of boundary I/O pins: about 54
- Largest buffer count on any clock path: 2
- Number of synthesized flops with an enable pin: 0
- Sorting the synthesis cell report by count puts at the top sky130_fd_sc_hd__nand2_1.
* #FFs+latches synth: between 70 and 80
- The final weighted congestion recorded by global placement is ~0.95.
* H-tree lvl count: 3
- The share of the Yosys chip area taken by registers is 29.6%.
- The cell sitting at the root of the clock tree is a sky130_fd_sc_hd__clkbuf_16.
* Chip area from the yosys synthesis statistics: 4930 µm²
- The main area contributors are sky130_fd_sc_hd__dfxtp_1, sky130_fd_sc_hd__nand2_1, sky130_fd_sc_hd__a21oi_1.
- Vert. Die Dim: around 110 µm
- Post-detailed-placement cell area: around 5500 µm²
* Post-synthesis cell area: between 4000 and 5000 µm²
- Per the repair_timing log after CTS, setup buffers inserted total 0.
- Number of cells in Yosys stat: between 600 and 700
- Top cells by count: sky130_fd_sc_hd__nand2_1, sky130_fd_sc_hd__dfxtp_1, sky130_fd_sc_hd__a21oi_1, sky130_fd_sc_hd__nor2_1, sky130_fd_sc_hd__clkbuf_1
* Synthesized instance count: 660
* Row cnt: roughly 40
- Basic Gates by Area: 26.7%
- Largest area contributor in the netlist: sky130_fd_sc_hd__dfxtp_1
[stage by stage]
step / worst slack [ns] / std cells / hold slack, ns
detailed placement: 2.10 / 824 / 0.447
global placement: 2.13 / 824 / 0.447
floorplan: 2.43 / 660 / 0.420
[logic make-up after synthesis]
| kind of cell | after synthesis |
|---|---|
| AOI/OAI and AO/OA | 176 |
| DFF | 73 |
| muxes | 26 |
| adders and majority gates | 13 |
| xor gates and xnor gates | 37 |
| buffers and inverters | 60 |
| and+or+nand+nor | 275 |
